==> design/flow/design.v <==
module cache #(
    localparam ByteOffsetBits = 4,
    localparam IndexBits = 6,
    localparam TagBits = 22,
    localparam NrWordsPerLine = 4,
    localparam NrLines = 64,
    localparam LineSize = 32 * NrWordsPerLine
) (
    input logic clk_i,
    input logic rstn_i,
    input logic [31:0] addr_i,
    input logic read_en_i,
    output logic read_valid_o,
    output logic [31:0] read_word_o,
    output logic [31:0] mem_addr_o,
    output logic mem_read_en_o,
    input logic mem_read_valid_i,
    input logic [LineSize-1:0] mem_read_data_i
);
    logic [TagBits-1:0] tag_mem [0:NrLines-1];       
    logic [LineSize-1:0] data_mem [0:NrLines-1];     
    logic valid_mem [0:NrLines-1];                   
    logic [TagBits-1:0] tag;                         
    logic [IndexBits-1:0] index;                     
    logic [ByteOffsetBits-1:0] offset;               
    assign tag = addr_i[31:10];
    assign index = addr_i[9:4];
    assign offset = addr_i[3:2];
    logic hit;
    assign hit = (valid_mem[index] && (tag_mem[index] == tag) && read_en_i);
    always_comb begin
        if (hit) 
            read_word_o = data_mem[index][offset * 32 +: 32];
	else read_word_o = 32'b0;
    end
    assign read_valid_o = hit;
    assign mem_addr_o = {tag, index, 4'b0};  
    assign mem_read_en_o = !hit;
    always_ff @(posedge clk_i or negedge rstn_i) begin
        if (!rstn_i) begin
            integer i;
            for (i = 0; i < NrLines; i = i + 1) begin
                valid_mem[i] <= 1'b0;
                tag_mem[i] <= {TagBits{1'b0}};
                data_mem[i] <= {LineSize{1'b0}};
            end
        end else if (mem_read_valid_i) begin
            data_mem[index] <= mem_read_data_i;  
            tag_mem[index] <= tag;              
            valid_mem[index] <= 1'b1;           
        end
    end
endmodule
==> design/flow/run.sh <==
#!/bin/bash
# OpenROAD 26Q1-2900-gdf79404cd8, Yosys 0.63+post, stock flow scripts
make -C /OpenROAD-flow-scripts/flow DESIGN_CONFIG=/design/flow/config.mk WORK_HOME=/design/flow/orfs finish
==> design/flow/config.mk <==
export PLATFORM = sky130hd
export DESIGN_NAME = cache
export DESIGN_NICKNAME = cache
export VERILOG_FILES = /design/flow/design.v
export SDC_FILE = /design/flow/constraint.sdc
export NUM_CORES = 4
export LEC_CHECK = 1
export CORE_UTILIZATION = 30
==> design/flow/constraint.sdc <==
current_design cache

set clk_period 20.3
set clk_io_pct 0.2

create_clock -name clk0 -period $clk_period [get_ports {clk_i}]

set non_clock_inputs [all_inputs -no_clocks]
set_input_delay [expr $clk_period * $clk_io_pct] -clock clk0 $non_clock_inputs
set_output_delay [expr $clk_period * $clk_io_pct] -clock clk0 [all_outputs]
==> impl_metrics.xml <==
<?xml version="1.0" encoding="UTF-8"?>
<metrics>
  <group name="power">
    <metric name="worst_vdd_rail_ir_drop" unit="mV">0.0874</metric>
    <metric name="static-leakage-power" unit="nW">222</metric>
    <metric name="p_per_area" unit="mW/mm^2">96.4</metric>
  </group>
  <group name="hold_path">
    <metric name="worstHoldStart" unit="">valid_mem[12]</metric>
    <metric name="min_path_cells" unit="">1</metric>
    <metric name="min_path_type" unit="">reg -&gt; reg</metric>
    <metric name="holdPathEnd" unit="">valid_mem[12]</metric>
  </group>
  <group name="floorplanning">
    <metric name="chipArea" unit="mm^2">1.39</metric>
    <metric name="placement_rows" unit="">432</metric>
    <metric name="io-pin-count" unit="">230</metric>
    <metric name="floorplan.core_area" unit="mm^2">1.38</metric>
    <metric name="initial_utilization" unit="">0.301</metric>
    <metric name="die_h" unit="um">1180</metric>
    <metric name="fp.dieW" unit="um">1180</metric>
  </group>
  <group name="timing">
    <metric name="hold_viol" unit="">0</metric>
    <metric name="fmax" unit="MHz">59.5</metric>
    <metric name="finalCriticalPeriod" unit="ns">16.81</metric>
    <metric name="setup_viol" unit="">0</metric>
    <metric name="clock-skew-final" unit="ns">0</metric>
    <metric name="final_max_slew_viol_count" unit="">0</metric>
    <metric name="tightest_slew" unit="ns">1.36</metric>
    <metric name="fin_setup_tns" unit="ns">0</metric>
    <metric name="maxSlewHeadroom" unit="">0.0894</metric>
    <metric name="finalClockPeriodUsage" unit="">0.828</metric>
    <metric name="hold_slack" unit="ns">0.468</metric>
    <metric name="timing.final.ws_setup" unit="ns">3.49</metric>
    <metric name="grt_setup_unrepaired" unit="">false</metric>
  </group>
  <group name="grt">
    <metric name="grt_start_max_net_pins" unit="">143</metric>
    <metric name="globalRouteOverflowTotal" unit="">0</metric>
    <metric name="first_pass_grt_wire_length" unit="um">2660000</metric>
    <metric name="number_of_antenna_violations_at_the_first_check_in_global_routing" unit="">233</metric>
    <metric name="vias_in_the_first_global_route" unit="">303000</metric>
    <metric name="grtUsageTotal" unit="">0.290</metric>
  </group>
  <group name="yosys">
    <metric name="synthMostInstantiatedCell" unit="">dfrtp_1</metric>
    <metric name="postSynthSeqShare" unit="">0.582</metric>
    <metric name="synthDominantCellAreaShare" unit="">0.582</metric>
    <metric name="synth_top_cell_by_area" unit="">dfrtp_1</metric>
    <metric name="synthCells" unit="">30800</metric>
    <metric name="synth.cell_area" unit="mm^2">0.416</metric>
    <metric name="synth-main-ff-cell" unit="">dfrtp_1</metric>
    <metric name="ys_types" unit="">88</metric>
    <metric name="synth_flops" unit="">9664</metric>
    <metric name="synthTopCellsByArea" unit="">dfrtp_1, mux2_2, a22oi_1</metric>
    <metric name="yosysCellCount" unit="">30800</metric>
    <metric name="synth-edff-count" unit="">0</metric>
    <metric name="common_cells" unit="">dfrtp_1, mux2_2, a22oi_1, clkbuf_1, nand2_1</metric>
    <metric name="yosysWarningCount" unit="">4</metric>
    <metric name="synth_async_sr_flop_share" unit="">1.00</metric>
    <metric name="syn-mean-instance-area" unit="um^2">13.5</metric>
    <metric name="ys_chip_area" unit="mm^2">0.416</metric>
  </group>
  <group name="placed_design">
    <metric name="portBuffers" unit="">223</metric>
    <metric name="place_ws" unit="ns">3.99</metric>
    <metric name="place_hpwl" unit="um">1170000</metric>
    <metric name="gp_congestion" unit="">0.938</metric>
  </group>
  <group name="setup_path">
    <metric name="r2r.worst_path.cells" unit="">1</metric>
    <metric name="required" unit="ns">16.24</metric>
    <metric name="crit_path_top_delay_cell" unit="">o32ai_1</metric>
    <metric name="worst_reg2reg_path_startpoint" unit="">data_mem[0][107]</metric>
    <metric name="worst-endpoint-arrival" unit="ns">12.75</metric>
    <metric name="timing.reg2reg.setup_slack" unit="ns">19.29</metric>
    <metric name="timing.critical_path.from_type" unit="">input port</metric>
    <metric name="crit_fanout" unit="">40</metric>
    <metric name="crit_path_max_incr_delay" unit="ns">0.89</metric>
    <metric name="worst_r2r_endpoint" unit="">data_mem[0][107]</metric>
    <metric name="critPathKind" unit="">in -&gt; out</metric>
    <metric name="worstPathBufferInverterCount" unit="">10</metric>
    <metric name="critical_path.top_delay_family" unit="">buffers and inverters</metric>
    <metric name="endpoint_kind" unit="">output port</metric>
    <metric name="critPathMostFrequentCell" unit="">buf_4</metric>
    <metric name="worstPathCellList" unit="">buf_4 -&gt; buf_4 -&gt; or2_2 -&gt; buf_4 -&gt; nor2_4 -&gt; buf_4 -&gt; buf_4 -&gt; buf_4 -&gt; a221oi_1 -&gt; nand4_1 -&gt; o32ai_1 -&gt; xor2_1 -&gt; nand4_1 -&gt; buf_4 -&gt; buf_4 -&gt; nor4_2 -&gt; buf_4 -&gt; clkdlybuf4s50_1</metric>
  </group>
  <group name="drt">
    <metric name="post_drt_via_cell_ratio" unit="">6.11</metric>
    <metric name="drt_pass1_iterations" unit="">8</metric>
    <metric name="antenna_left" unit="">1</metric>
    <metric name="route.vias.total" unit="">304000</metric>
    <metric name="avgRoutedWirePerCell" unit="um">39.7</metric>
    <metric name="post_route_wl" unit="um">1980000</metric>
    <metric name="drt_iter0_drc" unit="">27900</metric>
    <metric name="drc" unit="">0</metric>
  </group>
  <group name="clock_network">
    <metric name="post_cts_resized" unit="">0</metric>
    <metric name="post_cts_repair_timing_setup_buffer_count" unit="">0</metric>
    <metric name="clkTransAtPathRegs" unit="ns">0.06</metric>
    <metric name="cts_tree" unit="">done</metric>
    <metric name="cts_num_sinks" unit="">9664</metric>
    <metric name="clock_latency" unit="ns">1.18</metric>
    <metric name="cts_hold_buffers" unit="">0</metric>
    <metric name="ctsHtreeMaxLevel" unit="">6</metric>
    <metric name="cts_buffers" unit="">970</metric>
    <metric name="cts-root-buf" unit="">clkbuf_16</metric>
    <metric name="clk_path_buf_depth" unit="">5</metric>
  </group>
  <group name="layout">
    <metric name="fraction_of_final_layout_cells_with_drive_strength_greater_than_1" unit="">0.410</metric>
    <metric name="finish.utilization" unit="">0.343</metric>
    <metric name="area_growth_syn_to_layout" unit="%">14.2</metric>
  </group>
  <group name="run">
    <metric name="stage_log_warnings" unit="">147</metric>
    <metric name="max-cap-violations" unit="">0</metric>
  </group>
  <group name="run_status">
    <metric name="failed_checks" unit="">antenna violations</metric>
    <metric name="outcome" unit="">complete, but fails checks</metric>
  </group>
</metrics>
per-layer routing:
metal | global-route usage | vias to the layer above | part of all wire
met3 | 0.217 | 7124 | 0.18
met4 | 0.184 | 210 | 0.078
met2 | 0.387 | 22800 | 0.41
met1 | 0.325 | 159000 | 0.34
li1 | - | 114000 | -
met5 | 0.0124 | - | 0.0015
cells in the final DEF (no fill, tap or decap), drive strengths merged, types with 13 or more instances in the layout:
cell type      netlist  layout
nand2              967     967
a211o               13      13
buf               1150    1797
clkdlybuf4s50        0      71
mux4                32      32
or4                 46      46
nor3               139     139
nor3b               16      16
a21oi               84      84
a221o               33      33
o21ai              497     497
mux2              9140    9140
a2111oi             77      77
a31o                30      30
inv                 18      35
clkinv               0     162
nand4              849     849
nor2               118     118
nor4               223     223
and3               265     265
diode                0     267
a22o               491     491
nand2b              66      66
bufinv               0      48
nand3              675     675
and4                16      16
or3                 14      14
a221oi             496     496
dfrtp             9664    9664
clkbuf            2214    1528
a21boi              16      16
mux2i               43      43
a22oi             3188    3188
a32o                24      24
stage by stage:
stage / power [W] / cells / cell area [um^2]
floorplan: 0.0257 / 30800 / 416000
global placement: 0.0272 / 47700 / 442000
detailed placement: 0.0275 / 47700 / 442000
CTS: 0.0457 / 49500 / 474000
global route: 0.0471 / 49500 / 474000
finish: 0.0457 / 49800 / 475000
flip-flops by register name (all words and copies together) (netlist names):
name,flops
data_mem,8192
valid_mem,64
tag_mem,1408
cell families after synthesis:
family | synth area share
flip-flops | 0.582
AND-OR/OR-AND | 0.0913
multiplexers | 0.250
buffers and inverters | 0.0321
other | 0.00000902
XOR/XNOR | 0.000126
AND/OR/NAND/NOR | 0.0442
power by group:
part	leakage, nW	internal, W	switching, W
clock	16.0	0.0106	0.00791
sequential	129	0.0218	0.00127
combinational	77.1	0.00205	0.00218
total	222	0.0344	0.0114
worst max-delay path by stage:
stage	start	to	slack [ns]	cells after the start
after CTS	addr_i[4]	read_word_o[11]	3.97	18
after global routing	addr_i[4]	read_word_o[11]	3.90	18
final	addr_i[4]	read_word_o[11]	3.49	18
cell type report:
class	count	area, um^2
Fill cell	130000	908000
Sequential cell	9664	242000
Multi-Input combinational cell	17700	162000
Clock buffer	1527	29600
Tap cell	18400	23100
Timing Repair Buffer	1869	14700
Clock inverter	237	2700
Antenna cell	267	668
Inverter	18	70.1
Power is estimated from default activity; no workload was simulated.
